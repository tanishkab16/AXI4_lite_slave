[/design/flow/config.mk]
export PLATFORM = sky130hd
export DESIGN_NAME = axi_slave
export DESIGN_NICKNAME = axi_slave
export VERILOG_FILES = /design/flow/design.v
export SDC_FILE = /design/flow/constraint.sdc
export NUM_CORES = 4
export LEC_CHECK = 1
export CORE_UTILIZATION = 50
[/design/flow/constraint.sdc]
current_design axi_slave

set clk_period 3.8
set clk_io_pct 0.2

create_clock -name clk0 -period $clk_period [get_ports {clk}]

set non_clock_inputs [all_inputs -no_clocks]
set_input_delay [expr $clk_period * $clk_io_pct] -clock clk0 $non_clock_inputs
set_output_delay [expr $clk_period * $clk_io_pct] -clock clk0 [all_outputs]
[/design/flow/design.v]
module axi_slave (
    input wire clk,
    input wire rst_n,
    input wire [31:0] awaddr,
    input wire awvalid,
    output reg awready,
    input wire [31:0] wdata,
    input wire [3:0] wstrb,
    input wire wvalid,
    output reg wready,
    output reg [1:0] bresp,
    output reg bvalid,
    input wire bready,
    input wire [31:0] araddr,
    input wire arvalid,
    output reg arready,
    output wire [31:0] rdata,
    output reg [1:0] rresp,
    output reg rvalid,
    input wire rready
);
localparam [1:0] IDLE = 2'b00, WRITE = 2'b01, WRITE_RESP = 2'b10;
reg [1:0] write_state;
wire [2:0] write_reg_addr;
wire [2:0] read_reg_addr;
register_file u_register_file (
    .clk(clk),
    .rst_n(rst_n),
    .read_addr(read_reg_addr),
    .read_data(rdata),
    .write_addr(write_reg_addr),
    .write_data(wdata),
    .write_en(wvalid && wready)  
);
assign write_reg_addr = awaddr[4:2];  
always @(posedge clk or negedge rst_n) begin
    if (~rst_n) begin
        write_state <= IDLE;
        awready <= 1'b0;
        wready <= 1'b0;
        bvalid <= 1'b0;
        bresp <= 2'b00;
    end else begin
        case (write_state)
            IDLE: begin
                awready <= 1'b1;  
                wready <= 1'b1;   
                if (awvalid && wvalid) begin  
                    write_state <= WRITE;
                end
            end
            WRITE: begin
                awready <= 1'b0;
                wready <= 1'b0;
                bvalid <= 1'b1;  
                bresp <= 2'b00;  
                write_state <= WRITE_RESP;
            end
            WRITE_RESP: begin
                if (bready) begin  
                    bvalid <= 1'b0;
                    write_state <= IDLE;
                end
            end
        endcase
    end
end
assign read_reg_addr = araddr[4:2];
reg [1:0] read_state;
localparam [1:0] R_IDLE = 2'b00, R_READ = 2'b01;
always @(posedge clk or negedge rst_n) begin
    if (~rst_n) begin
        read_state <= R_IDLE;
        arready <= 1'b0;
        rvalid <= 1'b0;
        rresp <= 2'b00;
    end else begin
        case (read_state)
            R_IDLE: begin
                arready <= 1'b1;  
                if (arvalid) begin
                    read_state <= R_READ;
                end
            end
            R_READ: begin
                arready <= 1'b0;
                rvalid <= 1'b1;  
                rresp <= 2'b00;
                if (rready) begin  
                    rvalid <= 1'b0;
                    read_state <= R_IDLE;
                end
            end
        endcase
    end
end
endmodule
module register_file (
    input wire clk,
    input wire rst_n,
    input wire [2:0] read_addr,
    output reg [31:0] read_data,
    input wire [2:0] write_addr,
    input wire [31:0] write_data,
    input wire write_en
);
reg [31:0] registers [7:0];
always @(posedge clk) begin
    if (~rst_n) begin
        read_data <= 32'b0;
    end else begin
        read_data <= registers[read_addr];
    end
end
always @(posedge clk) begin
    if (write_en) begin
        registers[write_addr] <= write_data;
    end
end
endmodule
[/design/flow/run.sh]
#!/bin/bash
# OpenROAD 26Q1-2900-gdf79404cd8, Yosys 0.63+post, stock flow scripts
make -C /OpenROAD-flow-scripts/flow DESIGN_CONFIG=/design/flow/config.mk WORK_HOME=/design/flow/orfs finish
==> metrics.log <==
[report] extracting results
INFO  metric outcome = finished clean
INFO  metric routed_wl = 20.0 mm
INFO  metric synth.cellmix.adderShare = 0
INFO  metric critical_path.cell_chain = clkdlybuf4s50_1
INFO  metric worst_ep_required = ~3 ns
INFO  metric worst_path_max_delay_cell = sky130_fd_sc_hd__clkdlybuf4s50_1
INFO  metric timing_worst_slew_pin_value = roughly 0.6 ns
INFO  metric root_buffer_master = sky130_fd_sc_hd__clkbuf_16
INFO  metric synth.logic.top_family = multiplexers
INFO  metric dominant_register_cell = sky130_fd_sc_hd__edfxtp_1
INFO  metric grt_pass1_vias = 5761
INFO  metric synthesis.instances = 557
INFO  metric r2r.worst_path.cells = 3
INFO  metric gr-usage-all-layers = 0.210
INFO  metric tritoncts = done
INFO  metric stage_log_warnings = 87
INFO  metric grt.overflow.total = 0
INFO  metric grt_antenna_before_repair = 0
INFO  metric post_synth_num_cell_types = 30
INFO  metric yosysChipArea = around 11000 sq um
INFO  metric postSynthRegisterBits = 297
INFO  metric wl_per_cell = 20.9 um
INFO  metric drtPass1Iterations = 4
INFO  metric ir_drop = 0.000309 V
INFO  metric final.hold.worst_slack = around 0.15 ns
INFO  metric fmaxAchievable = 459 MHz
INFO  metric cpLargestDelayFamily = buffers and inverters
INFO  metric drive_gt1_frac = 0.249
INFO  metric cp_max_fo = 5
INFO  metric yosys-top-cells-count = 256 x sky130_fd_sc_hd__edfxtp_1, 35 x sky130_fd_sc_hd__inv_1
INFO  metric chip_area = approximately 23000 sq um
INFO  metric enable_flop_cells = 256
INFO  metric layout.core_utilization = 0.607
INFO  metric cts.repair.resized = 0
INFO  metric die_extent_in_x = between 150 and 200 um
INFO  metric synthSimpleGateAreaFrac = 0.0110
INFO  metric timing.final.hold_violations = 0
INFO  metric portBuffers = 81
INFO  metric drtIter0Drc = approximately 280
INFO  metric ys_cells = 557
INFO  metric floorplanUtilization = 0.510
INFO  metric core.rowCount = 54
INFO  metric max_cap_viol_count = 0
INFO  metric muxShareOfSynthArea = 0.126
INFO  metric yosys.area_share.aoi = 0.0591
INFO  metric core_area = approximately 22000 sq um
INFO  metric slew_violations = 0
INFO  metric maximum_number_of_pins_on_one_net_before_global_route_repair = 39
INFO  metric postSynthAreaPerCell = 20.0 sq um
INFO  metric cp-end-kind = primary output
INFO  metric drc = 0
INFO  metric dpl_worst_slack = about 1.0 ns
INFO  metric synth-seq-area-share = 0.769
INFO  metric cts-htree-levels = 1
INFO  metric final.setup.tns = 0 ns
INFO  metric cts_setup_buffers = 0
INFO  metric postSynth.asyncResetShare = 0.0303
INFO  metric fin_ws = 1.62 ns
INFO  metric synth.cellmix.xorXnorShare = 0
INFO  metric floorplan.io_pins = 148
INFO  metric layout-area-overhead-vs-synth = 19.1%
INFO  metric ys.warnings.count = 2
INFO  metric gp_routability_congestion = around 0.75
INFO  metric cts.reportedPaths.clkPinSlew = 0.06 ns
INFO  metric top_area_frac = 0.691
INFO  metric hold_buf_count_cts = 0
INFO  metric via_count = about 5300
INFO  metric cts_sinks = 297
INFO  metric worstSetupStartpointType = flip-flop
INFO  metric hold_class = in -> async
INFO  metric synth_top_cell_by_area = sky130_fd_sc_hd__edfxtp_1
INFO  metric synth_top_cell_by_count = sky130_fd_sc_hd__edfxtp_1
INFO  metric cp.depth = 1
INFO  metric maximum_root_to_sink_buffer_count = 3
INFO  metric die_height = between 150 and 200 um
INFO  metric cp.arrival = 1.42 ns
INFO  metric post_drt_via_cell_ratio = between 5 and 6
INFO  metric finalClockPeriodUsage = 0.573
INFO  metric clock.latency.late_pin = about 0.54 ns
INFO  metric diodes = 0
INFO  metric grt_first_pass_wirelength = 31.2 mm
INFO  metric total_power = 6.83 mW
INFO  metric numCtsBuffers = 30
INFO  metric critPathKind = reg -> out
INFO  metric static-leakage-power = roughly 4.5 nW
INFO  metric area_leaders = sky130_fd_sc_hd__edfxtp_1 69%, sky130_fd_sc_hd__mux4_2 6.5%, sky130_fd_sc_hd__dfxtp_1 5.8%, sky130_fd_sc_hd__a221oi_2 3.9%, sky130_fd_sc_hd__mux2_2 3.2%
INFO  metric ant_nets = 0
INFO  metric power.density = slightly above 500 nW/um^2
INFO  metric setup-violations-final = 0
INFO  metric min_period = 2.18 ns
INFO  metric dp_hpwl = between 10 and 15 mm
INFO  metric synthesis.area = 11100 sq um
INFO  metric critPathBufInv = 1
INFO  metric relSlewSlack = 0.601
INFO  metric unrepaired_setup_endpoints_after_global_routing = false
INFO  metric largest_stage_delay_on_the_critical_path = 0.48 ns
INFO  metric clock_skew = 0.00697 ns
-- worst register-to-register path, delay by kind of cell, from the launching register on --
kind / cells / cell delay [ns]
buffers and inverters: 1 / 0.52
DFF: 1 / 0.40
and+or+nand+nor: 2 / 0.49
-- sequential cells by signal, summed over array words and instances (netlist names) --
name and cells:
u_register_file.registers 256, u_register_file.read_data 32, write_state 3, read_state 2
arready 1, bvalid 1, rvalid 1, wready 1
-- cell usage in the layout, fill, tap and decap left out --
cell type                         count
sky130_fd_sc_hd__clkinv_1             5
sky130_fd_sc_hd__nand2_1              5
sky130_fd_sc_hd__nand2b_2             1
sky130_fd_sc_hd__buf_2                3
sky130_fd_sc_hd__nor2_4               7
sky130_fd_sc_hd__clkbuf_1             6
sky130_fd_sc_hd__clkbuf_8             5
sky130_fd_sc_hd__nand2b_1             3
sky130_fd_sc_hd__bufinv_16            3
sky130_fd_sc_hd__a22o_1               1
sky130_fd_sc_hd__mux2i_1             32
sky130_fd_sc_hd__edfxtp_1           256
sky130_fd_sc_hd__o21ai_0             26
sky130_fd_sc_hd__nor2_1               5
sky130_fd_sc_hd__o2bb2ai_1            1
sky130_fd_sc_hd__buf_12               3
sky130_fd_sc_hd__mux2_2              32
sky130_fd_sc_hd__clkbuf_16           31
sky130_fd_sc_hd__nand3_1              1
sky130_fd_sc_hd__dfrtp_1              7
sky130_fd_sc_hd__a21o_1               1
sky130_fd_sc_hd__mux4_2              32
sky130_fd_sc_hd__conb_1               4
sky130_fd_sc_hd__dfstp_2              2
sky130_fd_sc_hd__clkinvlp_4           1
sky130_fd_sc_hd__a221oi_1             3
sky130_fd_sc_hd__a221oi_2            29
sky130_fd_sc_hd__and3_1               1
sky130_fd_sc_hd__clkdlybuf4s50_1     77
sky130_fd_sc_hd__nor3_2               2
sky130_fd_sc_hd__inv_1               35
sky130_fd_sc_hd__nand3b_1             1
sky130_fd_sc_hd__buf_4               14
sky130_fd_sc_hd__clkinv_2             4
sky130_fd_sc_hd__dfxtp_1             32
sky130_fd_sc_hd__o21ai_1              8
-- per-stage QoR --
step / std cells / area, sq um
after floorplan: 560 / 11100
after global placement: 904 / 12200
after detailed placement: 904 / 12200
after CTS: 959 / 13200
after global routing: 959 / 13200
final: 959 / 13200
-- cells by family after synthesis --
logic type | after synthesis
buf+inv | 68
other cells | 1
flops | 297
mux | 96
simple gates | 26
compound gates | 69
-- metal layers --
| layer | part of all wire | track usage | wire [um] | up-vias |
|---|---|---|---|---|
| li1 | - | - | - | 2398 |
| met1 | 0.37 | 0.298 | 7340 | 2543 |
| met2 | 0.48 | 0.312 | 9560 | 291 |
| met3 | 0.14 | 0.123 | 2720 | 33 |
| met4 | 0.022 | 0.0375 | 435 | 0 |
| met5 | 0 | 0 | 0 | - |
-- where the power goes --
group	internal, mW	switching [mW]	total [mW]
registers	3.58	0.0175	3.59
clock network	1.78	1.12	2.90
logic	0.180	0.160	0.341
total	5.54	1.30	6.83
-- worst paths after layout --
kind	to	startpoint	slack, ns
hold / removal	wready$_DFFE_PN0P_	rst_n	0.15
min in group clk0	wready$_DFFE_PN0P_	write_state[2]$_DFF_PN0_	0.46
hold reg to reg	wready$_DFFE_PN0P_	write_state[2]$_DFF_PN0_	0.46
max in group asynchronous	read_state[0]$_DFF_PN1_	rst_n	2.92
setup / recovery	awready	wready$_DFFE_PN0P_	1.62
setup reg to reg	u_register_file.registers[0][16]$_DFFE_PP_	wready$_DFFE_PN0P_	2.01
-- layout make-up --
class / instances / area (sq um)
flip-flops and latches: 297 / 8560
well taps: 280 / 350
clock inverters: 13 / 136
fillers: 1530 / 8580
inverters: 35 / 131
repair buffers: 97 / 951
multi-input cells: 195 / 2260
clock buffers: 42 / 867
No activity file was given, so power comes from the tool's default toggle rates.
